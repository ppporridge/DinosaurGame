## /design/flow/config.mk

```make
export PLATFORM = sky130hd
export DESIGN_NAME = Seg7display
export DESIGN_NICKNAME = Seg7display
export VERILOG_FILES = /design/flow/design.v
export SDC_FILE = /design/flow/constraint.sdc
export NUM_CORES = 4
export LEC_CHECK = 1
export CORE_UTILIZATION = 30
```

## /design/flow/design.v

```verilog
`timescale 1ns / 1ps
module Seg7display(
    input clk,
    input reset,
    input cs,
    input [31:0] i_data,
    output [7:0] o_seg,
    output [7:0] o_sel
    );
    reg [14:0] cnt;
    always @ (posedge clk, posedge reset)
            if (reset)
                cnt <= 0;
            else
                cnt <= cnt + 1'b1;
        wire seg7_clk = cnt[14]; 
        reg [2:0] seg7_addr;
        always @ (posedge seg7_clk, posedge reset)
           if(reset)
              seg7_addr <= 0;
            else
              seg7_addr <= seg7_addr + 1'b1;
         reg [7:0] o_sel_r;
         always @ (*)
           case(seg7_addr)
              7 : o_sel_r = 8'b01111111;
              6 : o_sel_r = 8'b10111111;
              5 : o_sel_r = 8'b11011111;
              4 : o_sel_r = 8'b11101111;
              3 : o_sel_r = 8'b11110111;
              2 : o_sel_r = 8'b11111011;
              1 : o_sel_r = 8'b11111101;
              0 : o_sel_r = 8'b11111110;
            endcase
         reg [31:0] i_data_store;
         always @ (posedge clk, posedge reset)
           if(reset)
              i_data_store <= 0;
            else if(cs)
              i_data_store <= i_data;
         reg [7:0] seg_data_r;
         always @ (*)
           case(seg7_addr)
              0 : seg_data_r = i_data_store[3:0];
              1 : seg_data_r = i_data_store[7:4];
              2 : seg_data_r = i_data_store[11:8];
              3 : seg_data_r = i_data_store[15:12];
              4 : seg_data_r = i_data_store[19:16];
              5 : seg_data_r = i_data_store[23:20];
              6 : seg_data_r = i_data_store[27:24];
              7 : seg_data_r = i_data_store[31:28];
            endcase
         reg [7:0] o_seg_r;
         always @ (posedge clk, posedge reset)
           if(reset)
              o_seg_r <= 8'hff;
            else
              case(seg_data_r)
              4'h0 : o_seg_r <= 8'hC0;
              4'h1 : o_seg_r <= 8'hF9;
              4'h2 : o_seg_r <= 8'hA4;
              4'h3 : o_seg_r <= 8'hB0;
              4'h4 : o_seg_r <= 8'h99;
              4'h5 : o_seg_r <= 8'h92;
              4'h6 : o_seg_r <= 8'h82;
              4'h7 : o_seg_r <= 8'hF8;
              4'h8 : o_seg_r <= 8'h80;
              4'h9 : o_seg_r <= 8'h90;
              4'hA : o_seg_r <= 8'h88;
              4'hB : o_seg_r <= 8'h83;
              4'hC : o_seg_r <= 8'hC6;
              4'hD : o_seg_r <= 8'hA1;
              4'hE : o_seg_r <= 8'h86;
              4'hF : o_seg_r <= 8'h8E;
              endcase
         assign o_sel = o_sel_r;
         assign o_seg = o_seg_r;
endmodule
```

## /design/flow/constraint.sdc

```tcl
current_design Seg7display

set clk_period 2.1
set clk_io_pct 0.2

create_clock -name clk0 -period $clk_period [get_ports {clk}]

set non_clock_inputs [all_inputs -no_clocks]
set_input_delay [expr $clk_period * $clk_io_pct] -clock clk0 $non_clock_inputs
set_output_delay [expr $clk_period * $clk_io_pct] -clock clk0 [all_outputs]
```

## /design/flow/run.sh

```bash
#!/bin/bash
# OpenROAD 26Q1-2900-gdf79404cd8, Yosys 0.63+post, stock flow scripts
make -C /OpenROAD-flow-scripts/flow DESIGN_CONFIG=/design/flow/config.mk WORK_HOME=/design/flow/orfs finish
```

==> results_slide.txt <==
Flow Results at a Glance

Status
  • Status: completed

Place
  • Dpl cell area: 3309 um^2
  • GPL Wtd Cong: roughly 0.77
  • Post-detail-place hpwl: around 3800 um
  • Port Buffers: 49

Worst setup path
  • Buffers and inverters on the worst path: 0
  • Critical path fanouts, max: 6
  • Crit-path slowest cell: or4_1
  • Startpoint types: register
  • CP delay by family, top: AND-OR/OR-AND gates
  • CP Class: register to register
  • Reg2reg setup slack: about 0.17 ns
  • Crit. End Element: register
  • CP required: 2.33 ns
  • Worst path max stage delay: 0.56 ns
  • Critical-path cell list: mux2_2 > a221oi_1 > a31oi_2 > or4_1 > o211ai_1
  • CP arrival: ~2.2 ns

Floorplanning
  • FP Core Util: 30.85%
  • Cell Rows: 34
  • I/O pin count: 51
  • Die height: 96.70 um
  • Area of the die: 9350 um^2
  • Core area: 8721 um^2
  • Chip Width: about 97 um

Layout
  • Final Cell Area: between 3000 and 4000 um^2
  • Fill cells: 825
  • Synthesis-to-finish area growth: 27.12%
  • Fraction of layout cells with a size suffix above 1: 24.34%
  • Register area: roughly 1400 um^2
  • Logic area: 1145 um^2

Final timing
  • Fin. Hold Viols: 0
  • Final max-slew violation count: 0
  • Fmax: 518.6 MHz
  • Register pins left without a clock: 3
  • Worst Skew: ~0.013 ns
  • Final period util: 91.83%
  • Endpoints left unconstrained: 11
  • Final setup fails: 0
  • Fin crit period: 1.928 ns
  • Final TNS setup: 0 ns
  • RSZ-0062 raised after global routing: false

CTS
  • Clk latency late pin: 0.31 ns
  • Clk slew on worst S/H paths: 0.11 ns
  • CTS tree: built
  • CTS Hold Buffers Added: 0
  • CTS H-Tree Depth: 2
  • TritonCTS buffer count: 5
  • Setup repair bufs after CTS: 0
  • Clock buffer depth: 2
  • CTS resizes: 0
  • Root Buffer: clkbuf_8

Power
  • Leak: 1.397 nW
  • Peak VDD IR: 0.0002312 V
  • Pwr dens: approximately 610 nW/um^2

Routing
  • Vias/cell: 4.803
  • WL final: 5097 um
  • Antenna diodes: 0
  • DR WL/cell: 13.59 um
  • Via Count: 1801
  • Antenna Nets Post-Route: 0
  • # DRC: 0
  • Pre-antenna DRT Iters: 4
  • Initial drt markers: 51

Logic synthesis
  • Cell area after synthesis: 2690 um^2
  • Syn avg cell area: roughly 13 um^2
  • Asr flop ratio synth: around 100%
  • Post-synth top flop: dfrtp_1
  • Seq/Total Area, Yosys: 53.35%
  • Cell taking the most area after synthesis: dfrtp_1
  • Post-synthesis cell type count: 47
  • Yosys cell count: ~220
  • Post-synth EDFFs: 0
  • YS warnings: 1
  • Top cell area share: between 40 and 50%
  • Post-synthesis cell count: 215
  • Register bit total from synthesis: 57
  • Yosys Chip Area: 2690 um^2
  • Ranking of synthesized cells by area: dfrtp_1 47%, mux2_2 14%, dfstp_2 6.8%

GRT
  • First-pass GRT wire length: 8949 um
  • Vias in the first global route: 1802
  • Initial antenna violation count: 0
  • Largest net degree at the start of global routing: 45
  • Total track usage: between 10% and 20%
  • Total gr overflow: 0

Job
  • OpenROAD warnings: 29
  • Max-cap violation count: 0

Worst hold path
  • Hold/Removal Path Class: input pin to async pin
[metal layers]
layer / vias to the layer above / wire length (um) / GRT usage [%]
met5: - / 0 / 0
met4: 0 / 49 / 1.148
met3: 5 / 195 / 2.132
met2: 35 / 2389 / 18.04
met1: 890 / 2462 / 19.05
li1: 871 / - / -
[Yosys cell counts (3+ instances only)]
cell      number
dfrtp_1       50
mux2_2        33
nand2_1       13
inv_1         11
xnor2_1       11
nand3_1        9
dfstp_2        7
ha_1           7
a22o_1         5
clkbuf_1       5
buf_2          4
nand4_1        4
nor2_1         4
nor3_1         4
xor2_1         4
o21ai_0        3
or4b_1         3
[cells by family (layout without fill, tap and decap cells)]
| group | count (synthesis) | in the layout | synth area share (%) |
|---|---|---|---|
| AND-OR/OR-AND | 29 | 29 | 9.627 |
| flip-flops | 57 | 57 | 53.35 |
| buffers and inverters | 23 | 75 | 4.093 |
| XOR/XNOR | 15 | 15 | 4.883 |
| other | 1 | 1 | 0.1394 |
| AND/OR/NAND/NOR | 48 | 48 | 10.09 |
| adder cells (fa/ha/maj) | 8 | 8 | 3.628 |
| multiplexers | 34 | 34 | 14.19 |
[worst paths after layout]
path,startpoint,endpoint,cells after the start
worst max-delay path,i_data_store[21],o_seg_r[0],5
worst min-delay path,reset,cnt[4],2
worst max register to register,i_data_store[21],o_seg_r[0],5
worst min register to register,cnt[11],cnt[11],1
max in group asynchronous,reset,o_seg_r[2],3
min in group clk0,cnt[11],cnt[11],1
[worst register-to-register path: stages (launching register included)]
cell,delay [ns]
dfrtp_1,0.38
mux2_2,0.26
a221oi_1,0.34
a31oi_2,0.22
or4_1,0.56
o211ai_1,0.10
[placed cells by master (no fill, tap or decap), drive strengths merged, types with 3 or more instances in the layout]
master and instances:
clkbuf 5, dfrtp 50, a31oi 5, clkinv 3, dfstp 7, buf 7, a31o 3, nand2 13
inv 11, ha 7, or4b 3, xor2 4, xnor2 11, nor3 4, nor2 4, nand3 9
mux2 33, o21ai 3, clkdlybuf4s50 49, nand4 4, a22o 5
[where the power goes]
group | total, mW | switching, mW | internal, mW
Clock | 0.590 | 0.349 | 0.241
Sequential | 1.17 | 0.0361 | 1.14
Combinational | 0.323 | 0.118 | 0.206
Total | 2.09 | 0.502 | 1.58
[through the flow]
stage          utilization (%)  cells  worst slack, ns  total power [mW]  hold WS, ns
6_report                 39.21    375           0.1717             2.087       0.3577
5_1_grt                  39.21    375          0.03995             2.200       0.4108
4_1_cts                  39.04    373           0.1063             2.112       0.3653
3_5_place_dp             37.95    365           0.1326             1.518       0.4569
3_3_place_gp             37.95    365           0.1656             1.512       0.4528
2_1_floorplan                -    215           0.1849             1.359       0.4342
[area by class of cell]
cell class | count | share of cell area (%)
sequential | 57 | 41.97
clock inverter | 3 | 0.7684
timing repair buffer | 56 | 16.61
clock buffer | 5 | 2.012
inverter | 11 | 1.207
tap | 108 | 3.952
multi-input combinational | 135 | 33.48
[state kept, by name (all words and copies together), names as in the netlist]
name / cells
seg7_addr: 3
i_data_store: 32
cnt: 15
o_seg_r: 7
Power figures rest on the tool's default switching activity, not on a simulated workload.
